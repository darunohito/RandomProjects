==> design.v <==
module adder #(
	parameter DATA_WIDTH=8)
	(a, b, c_in, sum, c_out);
	input 	logic 	[DATA_WIDTH-1:0] 	a;		 
	input 	logic 	[DATA_WIDTH-1:0] 	b;		 
	input 	logic 						c_in;	 
	output 	logic	[DATA_WIDTH-1:0]	sum;	 
	output	logic						c_out;	 
	logic	[DATA_WIDTH:0]	result;
	assign	result 	= a + b + c_in;
	assign	sum 	= result[DATA_WIDTH-1:0];
	assign	c_out	= result[DATA_WIDTH];
endmodule: adder
==> run.sh <==
#!/bin/bash
# OpenROAD 26Q1-2900-gdf79404cd8, Yosys 0.63+post, stock flow scripts
make -C /OpenROAD-flow-scripts/flow DESIGN_CONFIG=/design/flow/config.mk WORK_HOME=/design/flow/orfs finish
==> config.mk <==
export PLATFORM = sky130hd
export DESIGN_NAME = adder
export DESIGN_NICKNAME = adder
export VERILOG_FILES = /design/flow/design.v
export SDC_FILE = /design/flow/constraint.sdc
export NUM_CORES = 4
export LEC_CHECK = 1
export CORE_AREA = 10 10 70 70
export DIE_AREA = 0 0 80 80
==> constraint.sdc <==
current_design adder

set clk_period 7.7
set clk_io_pct 0.2

create_clock -name clk0 -period $clk_period

set non_clock_inputs [all_inputs -no_clocks]
set_input_delay [expr $clk_period * $clk_io_pct] -clock clk0 $non_clock_inputs
set_output_delay [expr $clk_period * $clk_io_pct] -clock clk0 [all_outputs]
==> flow_metrics.py <==
# Physical implementation metrics
metrics = {
    "global_route": {
        "grt.busiest_layer": "met1",
        "overflow": 0,
        "grtUsageMet3_pct": 1.25,
        "grt_max_degree": 7,
        "grt_util_met1_pct": 5.04,
        "grtUsageTotal_pct": 3.35,
        "met2_usage_pct": 4.65,
        "grt_pass1_vias": 394,
        "grt_pass1_wl_mm": 1.81,
        "antenna_found_initial": 0,
    },
    "sta": {
        "finalCritPeriodShare_pct": 71.1,
        "finalHoldViolCount": 0,
        "slew_headroom_pct": 76.7,
        "timing.hold.ws_ns": 4.16,
        "report.final.slew_viol_count": 0,
        "finalSetupViolCount": 0,
        "fmax_mhz": 183,
        "finalWorstSetupSlack_ns": 2.22,
        "fin_setup_tns_ns": 0,
        "fin_crit_ns": 5.48,
        "grt_setup_unrepaired": "no",
        "tightest_slew_ns": 0.341,
    },
    "final_layout": {
        "final_layout_size_suffix_gt1_share_pct": 1.47,
        "nClkBuffers": 0,
        "num-fill-cells": 384,
        "regArea_um2": 0,
        "syn_to_final_growth_pct": 95.8,
        "seq_cells": 0,
    },
    "synthesis": {
        "area_leaders": "ha_1 26%, fa_1 12%, a21oi_1 7.5%",
        "ys_area_um2": 332,
        "top_area_cell": "ha_1",
        "ys_warn_count": 0,
        "synth.avg_cell_area_um2": 7.89,
        "synthCells": 42,
        "mappedNetlistArea_um2": 332,
        "ys_seq_share_pct": 0,
        "synth.distinct_cells": 20,
        "synth_top_area_share_pct": 26.4,
        "ys_cells": 42,
    },
    "die": {
        "die_w_um": 80,
        "floorplan.core_util_pct": 9.71,
        "die_area_mm2": 0.00640,
        "die_h_um": 80,
        "io_pins": 26,
        "fp-row-count": 21,
        "fp.coreArea_mm2": 0.00342,
    },
    "power_and_ir_drop": {
        "p_per_area_mw_per_mm2": 78.2,
        "vdd_drop_max_v": 0.0000287,
        "p_leak_nw": 0.258,
    },
    "setup_path": {
        "critPathArrivalTime_ns": 3.94,
        "slowest_delay_ns": 0.49,
        "start_kind": "primary input",
        "path_class": "in2out",
        "cp_cell_sequence": "clkdlybuf4s50_1, fa_1, fa_1, a21oi_1, nor2_1, nor2_1, xnor2_1, clkdlybuf4s50_1",
        "critPathSlowestCell": "clkdlybuf4s50_1",
        "crit_fanout": 2,
        "critPathCaptureType": "output port",
        "required_ns": 6.16,
        "crit_family": "buffers and inverters",
        "path_buffers": 2,
    },
    "place": {
        "dpl.hpwl_um": 999,
        "portBuffers": 26,
        "dp_slack_ns": 2.23,
        "gp_congestion": 0.805,
    },
    "detailed_routing": {
        "drtIter0Drc": 8,
        "insertedDiodeCount": 0,
        "ant_nets": 0,
        "num_vias": 393,
        "drc": 0,
        "vias_per_cell": 3.45,
        "wire_per_inst_um": 9.55,
        "routed_wirelength_mm": 1.09,
        "dr.pass1.iters": 2,
    },
    "clock_tree": {
        "cts-hold-fix-buffers": 0,
        "cts_setup_buffers": 0,
        "post_cts_resize_count": 0,
    },
    "job": {
        "warnings": 32,
        "drv_cap": 0,
    },
    "hold_path": {
        "min_path_type": "in2out",
    },
    "run_status": {
        "status": "finished, final reports clean",
    },
}
[metrics by stage]
step                instances  util (%)  power (mW)  instance area [um^2]
floorplan                  42         -      0.0200                   332
global placement          114      19.0      0.0510                   649
detailed placement        114      19.0      0.0513                   649
CTS                       114      19.0      0.0518                   649
global route              114      19.0      0.0570                   649
finish                    114      19.0      0.0508                   649
[placed cells by master (no fill, tap or decap)]
cell and instances:
xnor2_1 2, nor3_1 2, xor2_1 2, a221oi_1 1
fa_1 2, nand2_1 3, mux2i_1 1, nand3_1 2
nor4_1 1, clkdlybuf4s50_1 26, a2111oi_0 1, a311o_1 2
o21bai_1 1, inv_2 1, ha_1 7, inv_1 2
a21o_1 2, nor2_1 2, nor2b_1 2, o21ai_0 1
a21oi_1 5
[cell families (layout without fill, tap and decap cells)]
group	Yosys count	in the layout	share of synthesized area [%]
buffers and inverters	3	29	3.40
xor gates and xnor gates	4	4	10.6
muxes	1	1	3.02
adders and majority gates	9	9	38.5
and+or+nand+nor	12	12	17.4
AOI/OAI and AO/OA	13	13	27.2
[worst paths after layout]
kind	slack, ns	depth (start not counted)	startpoint	to
hold / removal	4.16	3	c_in	sum[0]
setup / recovery	2.22	8	a[0]	sum[6]
[synth_stat cells]
master	instances
nand3_1	2
nor4_1	1
o21ai_0	1
a2111oi_0	1
nor3_1	2
nand2_1	3
a221oi_1	1
fa_1	2
a21oi_1	5
xor2_1	2
inv_1	2
nor2b_1	2
a311o_1	2
xnor2_1	2
nor2_1	2
inv_2	1
ha_1	7
o21bai_1	1
mux2i_1	1
a21o_1	2
[report_power, final]
part           internal (mW)  switching [mW]
logic                 0.0336          0.0172
clock network              0               0
registers                  0               0
[routing by layer]
metal	vias to the layer above	part of all wire, %
li1	214	-
met1	159	52
met2	20	34
met3	0	14
met4	0	0
met5	-	0
[final cells by class]
cell class / instances / area (um^2) / area share, %
repair buffers: 26 / 260 / 40.1
inverters: 3 / 11.3 / 1.73
well taps: 46 / 57.6 / 8.86
multi-input cells: 39 / 320 / 49.3
Power is estimated from default activity; no workload was simulated.
